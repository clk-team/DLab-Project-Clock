## /design/flow/config.mk

```make
export PLATFORM = sky130hd
export DESIGN_NAME = top_countdown
export DESIGN_NICKNAME = top_countdown
export VERILOG_FILES = /design/flow/design.v
export SDC_FILE = /design/flow/constraint.sdc
export NUM_CORES = 4
export LEC_CHECK = 1
export CORE_UTILIZATION = 50
```

## /design/flow/constraint.sdc

```tcl
current_design top_countdown

set clk_period 7.9
set clk_io_pct 0.2

create_clock -name clk0 -period $clk_period [get_ports {clk}]

set non_clock_inputs [all_inputs -no_clocks]
set_input_delay [expr $clk_period * $clk_io_pct] -clock clk0 $non_clock_inputs
set_output_delay [expr $clk_period * $clk_io_pct] -clock clk0 [all_outputs]
```

## /design/flow/design.v

```verilog
`timescale 1ns / 1ps
module BCD_Encoder_c(
     bcd,
     seg
    );
     input [3:0] bcd;
     output [7:0] seg;
     reg [7:0] seg;
    always @(bcd)
    begin
        case (bcd)  
            0 : seg = 8'b00000011;
            1 : seg = 8'b10011111;
            2 : seg = 8'b00100101;
            3 : seg = 8'b00001101;
            4 : seg = 8'b10011001;
            5 : seg = 8'b01001001;
            6 : seg = 8'b01000001;
            7 : seg = 8'b00011111;
            8 : seg = 8'b00000001;
            9 : seg = 8'b00001001;
           11 : seg = 8'b11111101;
            default : seg = 8'b11111111; 
        endcase
    end
endmodule
`timescale 1ns / 1ps
module countdown(clk,start,tmp1,tmp,finish,go,do);
    input clk,start;
    input [31:0]tmp1;
    input go;
    output [31:0]tmp;
    output reg finish=0;
    output reg do;
    parameter S0 = 0, 
              S1 = 1,
              S2 = 2,
              S3 = 3,
              S4 = 4,
              S5 = 5,
              S6 = 6, 
              S7 = 7;  
    reg[3:0] hr_10=1,hr_1=9,min_10=4,min_1=9,sec_10=5,sec_1=4;
    reg [31:0]counter=0;
    reg [6:0]min_count=0,hr_count=0;
    reg hr_clk=0,min_clk=0;
    reg [3:0]cur_state=S0,next_state=S0;
    reg sec_clk=0;
    reg sc=0,mc=0;
    reg [7:0] sec=0;
    reg [7:0] min=0;
    reg [7:0] hour=0;
    reg [31:0]time_counter=0;
    reg [31:0]up_counter=0;
    reg [31:0]down_counter=0;
    reg [31:0]left_counter=0;
    reg [31:0]right_counter=0;
    integer i=0;
    reg debounce=0;
    reg [31:0]tmp2=32'h00a00a01;
   always@(posedge clk) begin
           if(counter == 49999999) begin  
               counter <= 0;
               sec_clk <= ~ sec_clk;
           end
           else
               counter <= counter + 1'b1;
    end  
    always@(posedge sec_clk) begin
        if(hr_10 != 0 || hr_1 != 0 || min_10 != 0 || min_1 != 0 || sec_10 != 0 || sec_1 != 0) begin
             sec_1 <= sec_1 - 1;
             finish <= 0;
             do <= 0;
        end
        if(go) begin
            if(sec_1 == 0 && sec_10 > 0) begin
                sec_1 <= 9;
                sec_10 <= sec_10 - 1;
            end
            else if(sec_10 == 0 && sec_1 == 0 && min_1 > 0) begin
                sec_10 <= 5;
                sec_1 <= 9;
                min_1 <= min_1 - 1;
            end
            else if(min_1 == 0 && sec_10 == 0 && sec_1 == 0 && min_10 > 0) begin
                min_1 <= 9;
                min_10 <= min_10 - 1;
            end
            else if(min_10 == 0 && min_1 == 0 && sec_10 == 0 && sec_1 == 0 && hr_1 > 0) begin
                min_10 <= 5;
                min_1  <= 9;
                sec_10 <= 5;
                sec_1  <= 9;
                hr_1 <= hr_1 - 1;
            end
            else if(min_10 == 0 && min_1 == 0 && sec_10 == 0 && sec_1 == 0 && hr_1 == 0 && hr_10 > 0) begin
               hr_1 <= 9;
               min_10 <= 5;
               min_1  <= 9;
               sec_10 <= 5;
               sec_1  <= 9;
               hr_10 <= hr_10 - 1;
            end
            else if(hr_10 == 0 && hr_1 == 0 && min_10 == 0 && min_1 == 0 && sec_10 == 0 && sec_1 == 0) begin
                finish <= 1;
                do <= 1;
            end
        end
        else begin
                sec_1       <= tmp1[3:0];
                sec_10      <= tmp1[7:4];
                min_1       <= tmp1[15:12];
                min_10      <= tmp1[19:16];
                hr_1        <= tmp1[27:24];
                hr_10       <= tmp1[31:28];
        end
       end
    assign tmp = {hr_10,hr_1,4'hf,min_10,min_1,4'hf,sec_10,sec_1};
endmodule
`timescale 1ns / 1ps
module set_countdown(clk,up,down,left,right,start,tmp,state,go,modify,mode);
    input clk,up,down,left,right,start,modify;
    input [3:0]mode;
    output [31:0]tmp;
    output [3:0]state;
    output reg go=0;
    parameter S0 = 0, 
              S1 = 1,
              S2 = 2,
              S3 = 3,
              S4 = 4,
              S5 = 5,
              S6 = 6, 
              S7 = 7;  
    reg[3:0] hr_10=1,hr_1=9,min_10=4,min_1=9,sec_10=5,sec_1=4;
    reg [31:0]counter=0;
    reg [6:0]min_count=0,hr_count=0;
    reg hr_clk=0,min_clk=0;
    reg [3:0]cur_state=S0,next_state=S0;
    reg sec_clk=0;
    reg sc=0,mc=0;
    reg [7:0] sec=56;
    reg [7:0] min=34;
    reg [7:0] hour=12;
    reg [31:0]time_counter=0;
    reg [31:0]up_counter=0;
    reg [31:0]down_counter=0;
    reg [31:0]left_counter=0;
    reg [31:0]right_counter=0;
    reg [31:0]time1_counter=0;
    integer i=0;   
    always@(posedge clk) begin
        if(start) begin
            time_counter <= time_counter + 1;
        end
        else
            time_counter <= 0;
    end
    always@(posedge clk) begin
    if(mode==7) begin
        if(modify) begin
        if(time_counter == 2500000) begin
           go <= ~go;
        end
        else if(time_counter == 200000000)
           go <= 0;
    end
    end
    end
    always@(posedge clk) begin
        cur_state <= next_state;
    end
    always@(posedge clk) begin
        if(up)
            up_counter <= up_counter + 1;
        else
            up_counter <= 0;
    end
    always@(posedge clk) begin
        if(down)
            down_counter <= down_counter + 1;
        else
            down_counter <= 0;
    end
    always@(posedge clk) begin
    if(mode == 7) begin
    if(modify) begin
        if(up_counter == 2500000) begin
        if(!go) begin
            case(cur_state)
                S1 : begin
                    if(sec_1 == 9) begin
                        sec_1 <= sec_1 - 9;
                    end
                    else begin
                        sec_1 <= sec_1 + 1;
                    end
                end
                S2 : begin
                    if(sec_10 == 5) begin
                        sec_10 <= sec_10 - 5;
                    end
                    else begin
                        sec_10 <= sec_10 + 1;
                    end
                end 
                S3 : begin
                    if(min_1 == 9) begin
                        min_1 <= min_1 - 9;
                    end
                    else begin
                        min_1 <= min_1 + 1;
                    end
                end
                S4 : begin
                    if(min_10 == 5) begin
                        min_10 <= min_10 - 5;
                    end
                    else begin
                        min_10 <= min_10 + 1;
                    end
                end
                S5 : begin
                    if(hr_1 == 9) begin
                        hr_1 <= hr_1 - 9;
                    end
                    else begin
                        hr_1 <= hr_1 + 1;
                    end
                end
                S6 : begin
                    if(hr_10 == 9) begin
                        hr_10  <= hr_10 -9;
                    end
                    else begin
                        hr_10  <= hr_10 + 1;
                    end
                end
            endcase
            end
        end
        if(down_counter == 2500000) begin
        if(!go) begin
            case(cur_state)
                S1 : begin
                    if(sec_1 == 0) begin
                        sec_1 <= sec_1 + 9;
                    end
                    else begin
                        sec_1 <= sec_1 - 1;
                    end
                end
                S2 : begin
                    if(sec_10 == 0) begin
                        sec_10 <= sec_10 + 5;
                    end
                    else begin
                        sec_10 <= sec_10 - 1;
                    end
                end 
                S3 : begin
                    if(min_1 == 0) begin
                        min_1 <= min_1 + 9;
                    end
                    else begin
                        min_1 <= min_1 - 1;
                    end
                end
                S4 : begin
                    if(min_10 == 0) begin
                        min_10 <= min_10 + 5;
                    end
                    else begin
                        min_10 <= min_10 - 1;
                    end
                end
                S5 : begin
                    if(hr_1 == 0)
                        hr_1 <= hr_1 + 9;
                    else
                        hr_1 <= hr_1 - 1;
                end
                S6 : begin
                    if(hr_10 == 0)
                        hr_10 <= hr_10 + 9;
                    else
                        hr_10 <= hr_10 - 1; 
                end
            endcase
            end
        end
    end
    end
    end
    always@(posedge clk) begin
        if(left)
            left_counter <= left_counter + 1;
        else
            left_counter <= 0;
    end
    always@(posedge clk) begin
        if(right)
            right_counter <= right_counter + 1;
        else
            right_counter <= 0;
    end
    always@(posedge clk) begin
    if(mode == 7) begin
    if(modify) begin
        if(right_counter == 2500000) begin
        if(!go && cur_state) begin
            case(cur_state)
                S1 :
                    next_state <= S6;
                default :
                    next_state <= cur_state - 1;
            endcase
        end
        end
        else if(left_counter == 2500000) begin
        if(!go && cur_state) begin
            case(cur_state)
                S6 :
                    next_state <= S1;
                default :
                    next_state <= cur_state + 1;
            endcase
        end
        end
        else if(time_counter == 2500000) begin
            next_state <= S0;
        end
        else if(time_counter == 200000000) begin
            next_state <= S1;
        end
    end
    end
    end 
    assign tmp = {hr_10,hr_1,4'hf,min_10,min_1,4'hf,sec_10,sec_1};
    assign state = cur_state;
endmodule
`timescale 1ns / 1ps
module show(clk,ld);
    input clk;
    output reg [7:0]ld = 8'b1111_1110;
    integer i;
    always@(posedge clk) begin
        for(i = 0 ; i < 7 ;i = i + 1)begin
            ld[i+1] <= ld[i];
        end
        ld[0] <= ld[7];
    end
endmodule
`timescale 1ns / 1ps
module timeset_countdown(clk,clk2);
    input clk;
    output clk2;
    reg [15:0]q;
     always@(posedge clk)
        q = q + 1;
    assign clk2 = q[14];
endmodule
`timescale 1ns / 1ps
module timeset_sec(clk, clk_1, fre);  
    input clk;
    input [25:0]fre;
    output clk_1;
    reg[26:0] counter=0;  
    reg clk_1=0;
    always@(posedge clk)begin
            if(counter == 49999999 / fre) 
                begin
                    counter <= 0;     
                    clk_1 <= ~clk_1;      
                end
            else
                counter <= counter + 1'b1; 
	end
endmodule
`timescale 1ns / 1ps
module top_countdown(clk,up,down,left,right,start,seg,ld,state,modify,mode,do);
    input clk,up,down,left,right,start,modify;
    output [7:0]seg,ld;
    output [3:0]state;
    output do;
    input [3:0]mode;
    assign modify_2 = modify;
    wire clk2;
    wire [3:0]last;
    wire [31:0]tmp;
    wire [31:0]tmp1;
    wire modify;
    wire [3:0]state;
    wire go;
    wire finish;
    timeset_countdown timeset(clk,clk2);
    show sh(clk2,ld);
    set_countdown set_count(clk,up,down,left,right,start,tmp1,state,go,modify,mode);
    countdown cd(clk,start,tmp1,tmp,finish,go,do);
    words_countdowm words(last,clk2,clk,tmp,tmp1,state,go,finish);
    BCD_Encoder_c bcd(last,seg);
endmodule
`timescale 1ns / 1ps
module words_countdowm(last,clk,clk_o,tmp,tmp1,state,go,finish);
    input clk,clk_o;
    input [31:0]tmp1;
    input finish;
    input go;
    output reg[3:0]last;
    input [31:0]tmp;
    input [3:0]state;
    reg [3:0]se[0:7];
    reg [3:0]counter=0;
    reg [7:0]pwm = 0;
    wire sec_clk;
    timeset_sec t1(clk_o,sec_clk,100);
    always@(posedge clk) begin
        se[7] <= (!finish) ? ((!go) ? ((state != 6) ? tmp1[31:28] : ((pwm <= 50) ? tmp1[31:28] : 4'hf)) : tmp[31:28]) : ((pwm <= 50) ? 4'hf : tmp[31:28]);   
        se[6] <= (!finish) ? ((!go) ? ((state != 5) ? tmp1[27:24] : ((pwm <= 50) ? tmp1[27:24] : 4'hf)) : tmp[27:24]) : ((pwm <= 50) ? 4'hf : tmp[27:24]);
        se[5] <= 4'hb;
        se[4] <= (!finish) ? ((!go) ? ((state != 4) ? tmp1[19:16] : ((pwm <= 50) ? tmp1[19:16] : 4'hf)) : tmp[19:16]) : ((pwm <= 50) ? 4'hf : tmp[19:16]);
        se[3] <= (!finish) ? ((!go) ? ((state != 3) ? tmp1[15:12] : ((pwm <= 50) ? tmp1[15:12] : 4'hf)) : tmp[15:12]) : ((pwm <= 50) ? 4'hf : tmp[15:12]);
        se[2] <= 4'hb;
        se[1] <= (!finish) ? ((!go) ? ((state != 2) ? tmp1[7:4]   : ((pwm <= 50) ? tmp1[7:4]   : 4'hf)) : tmp[7:4])   : ((pwm <= 50) ? 4'hf : tmp[7:4]);
        se[0] <= (!finish) ? ((!go) ? ((state != 1) ? tmp1[3:0]   : ((pwm <= 50) ? tmp1[3:0]   : 4'hf)) : tmp[3:0])   : ((pwm <= 50) ? 4'hf : tmp[3:0]);
    end
    always@(posedge sec_clk) begin
        if(pwm >=100)
            pwm <= 0;
        else
            pwm <= pwm + 1;
    end    
   always@(posedge clk) begin
        if(counter >= 7)
            counter <= 0;
        else
            counter <= counter + 1;
        end
   always@(counter) begin
       last <= se[counter]; 
   end
endmodule
```

## /design/flow/run.sh

```bash
#!/bin/bash
# OpenROAD 26Q1-2900-gdf79404cd8, Yosys 0.63+post, stock flow scripts
make -C /OpenROAD-flow-scripts/flow DESIGN_CONFIG=/design/flow/config.mk WORK_HOME=/design/flow/orfs finish
```

==> run summary <==
Implementation results are summarized by area below.

Status
The run finished with clean final reports.

Synth
Of the post-synthesis cell area, the dominant cell type holds 0.331. The area of the synthesized netlist per yosys stat is 17400 µm². The post-synthesis cell count from yosys is 1948. The post-synth count of flops with an enable pin is 51. The number of different library cells used by synthesis comes to 73.

After synthesis, the mean cell area works out to 8.93 µm². The proportion of register bits with asynchronous set or reset after synthesis is 0. The main area contributors are dfxtp_1 33%, edfxtp_1 8.8%, xnor2_1 6.2%, ha_1 5.2%, xor2_1 5.1%. Before any placement, the netlist area is recorded as 17400 µm². The warning count from the yosys run is 10. In the post-synthesis netlist, the cell with the most instances is dfxtp_1. The library cell occupying the most area in the post-synthesis netlist is dfxtp_1. Counting instances in the post-synthesis netlist gives the leading cell types as 288 x dfxtp_1, 170 x nor2_1, 130 x nand2_1. The cell count after synthesis is 1948. The flip-flop cell with the highest count after synthesis is dfxtp_1. The synthesized design contains 339 register bits. Of the synthesized area, sequential elements account for 0.419.

GRT
Entering global routing, the biggest net connects 41 pins. The total overflow reported by the global router is 0. The number of antenna violations at the first check in global routing is 0. In the global route stage, overall resource usage came out at 0.212. The via count of the first global-routing pass is 12500. The global-route wire length before repair is 60700 µm.

Min path
The number of instances on the worst hold path is 0. The type of the tightest min-delay check is flip-flop to flip-flop.

STA
On the final layout, the worst hold slack is 0.340 ns. The number of register pins that no clock reaches is 70. The max-slew check reports its worst relative slack as 0.427. The transition time recorded at the tightest slew-check pin is 0.852 ns. 105 endpoints have no timing constraint. Per the final timing report, the hold violations number 0. The share of the clock period used by the worst path after layout is 0.416. The clock tree skew after final layout is 0.0101 ns. The accumulated negative setup slack is 0 ns.

Counting pins that exceed their max-slew limit in the final report gives 0. The maximum operating frequency is 0.304 GHz. The final critical-path required period is 3.29 ns. Setup repair after global routing left no endpoint under its margin.

The final tally of setup violations is 0.

Job
The stage logs contain a warning count of 67. The count of max-cap constraint violations is 0.

Worst setup path
The buffers plus inverters on the worst setup path is 1. The worst setup path is launched from a flip-flop. The number of gates on the worst path with buffers counted is 1. Per STA, the highest per-stage delay on the worst path measures 0.61 ns. The cell with the largest stage delay on the worst path is clkdlybuf4s50_1. The critical path class is flip-flop to output pin. Counting cells, the worst reg-to-reg path comes to 7.

The OpenROAD report gives the critical path a data arrival time of 1.71 ns. The maximum fanout count along the critical path is 11. STA classifies the critical path endpoint as an output pin. Per STA, the worst path accumulates the most delay in the family buffers and inverters. The required time at the worst endpoint is listed as 6.32 ns. The cell sequence reported for the critical path is clkdlybuf4s50_1.

Place
The number of placed instances, taps included is 2370. At the end of routability-driven placement, the weighted congestion stood at 0.891. In this run the tool buffered the top-level ports with 30 buffer cells.

The detailed placer's ending HPWL is 25300 µm.

Clocking
TritonCTS built the clock tree. The root buffer cell is clkbuf_16. The number of buffers inserted during clock tree synthesis is 31. In this run the number of H-tree levels came out at 1. The quantity of hold-fixing buffers added after cts is 0. The clock latency on the worst-skew pair is 0.56 ns. The clock passes through at most 3 buffers. The CTS clock-pin slew for the worst setup and hold paths is 0.06 ns.

Buffers added to address setup during post-CTS repair amount to 0. Post-CTS repair ended up resizing 0 cells.

Die
In this run the full chip footprint comes out at 35500 µm². The core region is 33900 µm². The starting utilization of the core area is 0.514.

According to the floorplan report, the die width is 189 µm. The die is 189 µm tall. During I/O placement, the number of pins put on the boundary was 32. The number of standard-cell rows in the floorplan is 67.

Final layout
The filler cell count is 2956. The utilization after layout is 0.566. From synthesis to final layout, the design area changed by 10.2%. The ratio of cells with drive above 1 in the final layout is 0.0505.

The finished layout holds 2427 standard cells, fillers aside.

Routing
The DRC marker count from the first detailed-route iteration is 721. Dividing the detail-routed wire length by the instance count gives 14.8 µm. The pre-antenna-repair detailed-routing pass consisted of 5 iterations. The detailed router placed 13400 vias in this run.

The number of diodes added for antenna fixing is 0. Nets still carrying antenna violations after routing amount to 0. The average vias per placed instance is 5.53. The final routed wirelength across all metal layers is 35900 µm. The detailed-route DRC error count is 0.

Power and ir drop
After layout, the design draws a total of 2.87 mW. The power per cell area is 150 nW/µm². The highest supply drop recorded on VDD is 0.158 mV. The total leakage power is 6.94 nW.
-- kinds of logic after synthesis --
logic type | Yosys count | share of synthesized area
compound gates | 282 | 0.104
xor+xnor | 224 | 0.113
fa+ha+maj | 73 | 0.0525
buf+inv | 164 | 0.0360
flops | 339 | 0.419
mux | 19 | 0.0115
other cells | 2 | 0.000432
simple gates | 845 | 0.263
-- cells in the final DEF (no fill, tap or decap), types with 32 or more instances in the layout --
master     count
dfxtp_1      288
nor2_1       170
nand2_1      130
xnor2_1      123
nand3_1      103
xor2_1       101
inv_1         89
o21ai_0       77
ha_1          73
nand4_1       69
and2_1        63
nor3_1        62
a21oi_1       60
edfxtp_1      51
nor4_1        45
and3_1        33
clkbuf_16     33
or3_1         32
-- registers in the layout (all words and copies together), names as in the netlist, 8 cells and up --
register,count
set_count.left_counter,32
set_count.up_counter,32
words.t1.counter,27
words.se,24
set_count.time_counter,32
set_count.down_counter,32
cd.counter,32
sh.ld,8
timeset.q,15
set_count.right_counter,32
words.pwm,8
-- area by class of cell --
type	instances	area (µm²)	area share
clock buffers	51	993	0.0518
clock inverters	6	51.3	0.00268
inverters	90	338	0.0176
multi-input cells	1445	9500	0.495
flip-flops and latches	339	7300	0.381
well taps	448	561	0.0292
repair buffers	48	435	0.0227
-- stage by stage --
stage | setup WS [ns] | cell area (µm²)
6_report | 4.61 | 19200
5_1_grt | 4.52 | 19200
4_1_cts | 4.56 | 19200
3_5_place_dp | 4.68 | 18100
3_3_place_gp | 4.67 | 18100
2_1_floorplan | 5.19 | 17400
-- final timing paths --
kind	startpoint	endpoint	slack [ns]
setup reg to reg	set_count.down_counter[0]	set_count.hr_1[2]	4.88
setup / recovery	set_count.cur_state[2]	state[2]	4.61
hold / removal	set_count.next_state[3]	set_count.cur_state[3]	0.34
hold reg to reg	set_count.next_state[3]	set_count.cur_state[3]	0.34
-- power breakdown --
part           internal (mW)  switching (mW)
logic                 0.0226          0.0281
clock network          0.857           0.564
registers               1.39          0.0115
total                   2.27           0.603
-- metal layers --
layer,vias up,global-route usage,routed length (µm),share of wire
met3,47,0.0285,1210,0.034
met1,6227,0.329,17700,0.49
met2,179,0.332,16300,0.45
met4,0,0.0363,699,0.019
li1,6964,-,-,-
met5,-,0,0,0
No activity file was given, so power comes from the tool's default toggle rates.
