==> design/flow/design.v <==
`timescale 1ns / 1ps
module show(clk,ld);
    input clk;
    output reg [7:0]ld = 8'b1111_1110;
    integer i;
    always@(posedge clk) begin
        for(i = 0 ; i < 7 ;i = i + 1)begin
            ld[i+1] <= ld[i];
        end
        ld[0] <= ld[7];
    end
endmodule
`timescale 1ns / 1ps
module BCD_Encoder(
     bcd,
     seg
    );
     input [3:0] bcd;
     output [7:0] seg;
     reg [7:0] seg;
    always @(bcd)
    begin
        case (bcd)  
            0 : seg = 8'b00000011;
            1 : seg = 8'b10011111;
            2 : seg = 8'b00100101;
            3 : seg = 8'b00001101;
            4 : seg = 8'b10011001;
            5 : seg = 8'b01001001;
            6 : seg = 8'b01000001;
            7 : seg = 8'b00011111;
            8 : seg = 8'b00000001;
            9 : seg = 8'b00001001;
           11 : seg = 8'b11111101;
            default : seg = 8'b11111111; 
        endcase
    end
endmodule
`timescale 1ns / 1ps
module stopwatch(clk,start,reset,tmp,mode,modify);
    input clk,start,reset,modify;
    input [3:0]mode;
    output [31:0]tmp;
    reg[3:0] hr_10=0,hr_1=0,min_10=0,min_1=0,sec_10=0,sec_1=0;
    reg [31:0]counter=0;
    reg sec_clk=0;
    reg go = 0;
    reg [7:0] sec=0;
    reg [7:0] min=0;
    reg [7:0] hour=0;
    reg [31:0]time_counter=0;
   always@(posedge clk) begin
        if(start) begin
            time_counter <= time_counter + 1;
        end
        else
            time_counter <= 0;
    end
    always@(posedge clk) begin
        if(mode == 6) begin
            if(modify) begin
                if(time_counter == 2500000) begin
                   go <= ~go;
                end
            end
        end
    end
    always@(posedge clk) begin
       if(counter == 499999) begin  
           counter <= 0;
           sec_clk <= ~ sec_clk;
       end
       else
           counter <= counter + 1'b1;
    end  
    always@(posedge sec_clk) begin
    if(reset)begin
               hr_1 <= 0;
               min_10 <= 0;
               min_1  <= 0;
               sec_10 <= 0;
               sec_1  <= 0;
               hr_10  <= 0;
    end
        if(go) begin
        sec_1 <= sec_1 + 1;
            if(sec_1 == 9 && sec_10 < 9) begin
                sec_1 <= 0;
                sec_10 <= sec_10 + 1;
            end
            else if(sec_10 == 9 && sec_1 == 9 && min_1 < 9) begin
                sec_10 <= 0;
                sec_1 <= 0;
                min_1 <= min_1 + 1;
            end
            else if(min_1 == 9 && sec_10 == 9 && sec_1 == 9 && min_10 < 5) begin
                sec_10 <= 0;
                sec_1 <= 0;
                min_1 <= 0;
                min_10 <= min_10 + 1;
            end
            else if(min_10 == 5 && min_1 == 9 && sec_10 == 9 && sec_1 == 9 && hr_1 < 9) begin
                min_10 <= 0;
                min_1  <= 0;
                sec_10 <= 0;
                sec_1  <= 0;
                hr_1 <= hr_1 + 1;
            end
            else if(min_10 == 5 && min_1 == 9 && sec_10 == 9 && sec_1 == 9 && hr_1 == 9 && hr_10 < 9) begin
               hr_1 <= 0;
               min_10 <= 0;
               min_1  <= 0;
               sec_10 <= 0;
               sec_1  <= 0;
               hr_10 <= hr_10 + 1;
            end
            else if(hr_10 == 9 && hr_1 == 9 && min_10 == 5 && min_1 == 9 && sec_10 == 9 && sec_1 == 9) begin
               hr_1 <= 0;
               min_10 <= 0;
               min_1  <= 0;
               sec_10 <= 0;
               sec_1  <= 0;
               hr_10  <= 0;
            end
        end
     end
    assign tmp = {hr_10,hr_1,4'hb,min_10,min_1,4'hb,sec_10,sec_1};
endmodule
`timescale 1ns / 1ps
module timeset(clk,clk2);
    input clk;
    output clk2;
    reg [15:0]q;
    always@(posedge clk) begin
        q <= q + 1;
    end
    assign clk2 = q[15];
endmodule
`timescale 1ns / 1ps
module top_stopwatch(clk,start,reset,seg,ld,mode,modify);
    input clk,reset,start,modify;
    input [3:0]mode;
    output [7:0]seg,ld;
    wire clk2;
    wire [3:0]last;
    wire [31:0]tmp;
    timeset timese(clk,clk2);
    show sh(clk2,ld);
    stopwatch stop(clk,start,reset,tmp,mode,modify);
    words_stopwatch word(last,clk2,clk,tmp);
    BCD_Encoder bcd(last,seg);
endmodule
`timescale 1ns / 1ps
module words_stopwatch(last,clk,clk_o,tmp);
    input clk,clk_o;
    output reg[3:0]last;
    input [31:0]tmp;
    reg [3:0]se[0:7];
    reg [3:0]counter=0;
    reg [7:0]pwm = 0;
    always@(posedge clk) begin
        se[7] <= tmp[31:28];
        se[6] <= tmp[27:24];
        se[5] <= 4'hb;
        se[4] <= tmp[19:16];
        se[3] <= tmp[15:12];
        se[2] <= 4'hb;
        se[1] <= tmp[7:4];
        se[0] <= tmp[3:0];
    end
   always@(posedge clk) begin
        if(counter >= 7)
            counter <= 0;
        else
            counter <= counter + 1;
        end
   always@(counter) begin
       last <= se[counter]; 
   end
endmodule
==> design/flow/run.sh <==
#!/bin/bash
# OpenROAD 26Q1-2900-gdf79404cd8, Yosys 0.63+post, stock flow scripts
make -C /OpenROAD-flow-scripts/flow DESIGN_CONFIG=/design/flow/config.mk WORK_HOME=/design/flow/orfs finish
==> design/flow/config.mk <==
export PLATFORM = sky130hd
export DESIGN_NAME = top_stopwatch
export DESIGN_NICKNAME = top_stopwatch
export VERILOG_FILES = /design/flow/design.v
export SDC_FILE = /design/flow/constraint.sdc
export NUM_CORES = 4
export LEC_CHECK = 1
export CORE_UTILIZATION = 30
==> design/flow/constraint.sdc <==
current_design top_stopwatch

set clk_period 4.0
set clk_io_pct 0.2

create_clock -name clk0 -period $clk_period [get_ports {clk}]

set non_clock_inputs [all_inputs -no_clocks]
set_input_delay [expr $clk_period * $clk_io_pct] -clock clk0 $non_clock_inputs
set_output_delay [expr $clk_period * $clk_io_pct] -clock clk0 [all_outputs]
==> summary.rpt <==
PHYSICAL IMPLEMENTATION REPORT
----------------------------------------------------
[Run status]
  Outcome ........................ completed

[Die]
  Chip area ........................ 0.0220 sq mm
  FP Core Util ........................ 0.305
  Die width ........................ approximately 150 um
  Area of the core ........................ roughly 0.021 sq mm
  Die Height ........................ 148 um
  FP Rows ........................ 53
  Top-level port count ........................ 24

[Pwr]
  Power per Cell Area ........................ 228 mW/mm^2
  Seq pwr share ........................ 0.504
  Power, Total ........................ 1.64 mW
  Net switching power ........................ between 300 and 400 uW
  Clock power frac ........................ 0.480
  Switching share of power ........................ 0.228
  Peak supply drop ........................ 261 uV
  Combinational Power Share ........................ 0.016
  Leakage power summed over all cells ........................ 2.69 nW
  Int Power ........................ 1.27 mW

[Clock tree]
  # hold bufs at CTS ........................ 0
  Post-cts resize count ........................ 0
  Insertion delay at the late pin of the worst-skew pair ........................ 0.34 ns
  Setup fix buffers added after clock tree synthesis ........................ 0
  TritonCTS buffer count ........................ 9
  Library cell used as clock root buffer ........................ clkbuf_16
  Clock-pin slew on the worst setup and hold paths ........................ 0.07 ns
  Maximum buffer depth of the clock tree ........................ 2
  CTS tree ........................ built
  H-tree lvl count ........................ 3

[Worst setup path]
  Capturing instance or port of the critical path ........................ stop.sec_clk
  List of cells traversed by the critical path ........................ nor4b_1 > nand4b_1 > or4_1 > nor4_2 > buf_4
  Worst Path Class, Setup ........................ reg -> reg
  Critical path startpoint category ........................ register
  Data arrival time of the worst path ........................ 2.08 ns
  Critical path startpoint ........................ stop.counter[13]
  Startpoint of the worst register-to-register path ........................ stop.counter[13]
  Worst path required time ........................ 4.05 ns
  Delay of the slowest cell on the worst path ........................ 0.53 ns
  Depth of the worst register-to-register path ........................ 5
  Slowest-stage cell, CP ........................ or4_1
  Reg-to-reg endpoint ........................ stop.sec_clk
  Worst reg2reg setup slack ........................ approximately 2.0 ns
  Crit end category ........................ register
  Crit path max fanout ........................ 11

[Logic synthesis]
  Dominant register cell in the synthesized netlist ........................ dfxtp_1
  Total cells reported by yosys after synthesis ........................ 647
  Register bit total from synthesis ........................ around 140
  Basic-gate share of the synthesized area counting and, or, nand and nor cells ........................ 0.248
  Number of enable-type register cells in the synthesized netlist ........................ 6
  Per-instance average area after synthesis ........................ 9.92 sq um
  Part of the Yosys area used for sequential elements ........................ 0.452
  Mapped Cells ........................ between 600 and 700
  Post-Synth AOI/OAI Area ........................ 0.0885
  Dominant comb cell ........................ simple AND/OR/NAND/NOR gates
  Total standard cell area after synthesis ........................ 0.00642 sq mm
  XOR-XNOR Cells, Area Fraction ........................ 0.0969
  MUX share of area ........................ 0.0129
  Tally of yosys warning messages ........................ 6
  Adder-Cell Fraction of Synth Area ........................ 0.0644
  Yosys Chip Area ........................ approximately 0.0064 sq mm
  Share of synthesized registers carrying an async set or reset ........................ 0
  Distinct cell type count after synthesis ........................ 74

[Final timing]
  Max_slew headroom ........................ 0.459
  Clock Skews ........................ 0.00607 ns
  Setup tns final ........................ 0 ns
  Max Fclk ........................ about 490 MHz
  RSZ-0062 raised after global routing ........................ false
  Final critical path time including I/O delays and setup ........................ 2.04 ns
  Slew of the pin with the lowest slew margin ........................ 0.790 ns
  Final Hold Fails ........................ 0
  Number of unconstrained endpoints ........................ 79
  Count of unclocked register or latch pins ........................ ~60
  Final tally of setup violations ........................ 0
  Slew Limit Fails ........................ 0
  Period Utilization, post-route ........................ 0.509

[Routing]
  Overall via count from detail_route ........................ 4400
  First-pass iteration count of the detailed router ........................ 5
  Drc violations ........................ 0
  Detailed Route WL ........................ 11.0 mm
  Number of diodes added for antenna fixing ........................ 0
  Length of routed met2 wiring ........................ 4.70 mm
  Met3 routed WL ........................ 267 um
  Number of violations reported at the end of detailed-routing iteration 0 ........................ ~160
  Met1 Wirelength ........................ 5.87 mm
  Highest metal used ........................ met4
  Vias/cell ........................ about 4.6
  Post-DRT Antenna Nets ........................ 0
  Routed wirelength normalized by instance count ........................ 11.6 um

[GRT]
  Maximum number of pins on one net before global-route repair ........................ 37
  Initial antenna violation count ........................ 0
  Via count of the first global-routing pass ........................ about 4000
  Remaining global-route overflow ........................ 0
  Wire length of the first global-routing pass ........................ 19.1 mm
  Aggregate global-route resource usage ........................ 0.106

[Placement]
  Buffers on Ports ........................ 22
  Placed inst area ........................ roughly 0.0069 sq mm
  Number of cells after detailed placement ........................ a little over 900
  Routability-driven placement congestion ratio ........................ 0.817
  HPWL reported at the end of detailed placement ........................ 7.90 mm

[Layout]
  Share of cells above drive strength 1 ........................ 0.0743
  Most numerous logic cell after layout ........................ dfxtp_1
  Post-Layout Inst Area ........................ about 0.0072 sq mm
  Area added between synthesis and finish ........................ 12.2%
  Tally of non-filler cells in the final layout ........................ 948
  Top cells excl fill/tap ........................ dfxtp_1 (136), nand3_1 (41), xnor2_1 (40)

[Flow run]
  Tool Warnings ........................ 46
  Max-capacitance violation count ........................ 0

[Worst hold path]
  Path type of the worst min-delay path ........................ reg -> reg

----------------------------------------------------
==> routing by layer <==
layer,GRT usage,vias to the layer above
li1,-,2322
met1,0.165,2011
met2,0.165,54
met3,0.0125,13
met4,0.0119,0
met5,0,-
==> cells by family after synthesis <==
logic type / after synthesis
DFF: 142
adders and majority gates: 33
xor gates and xnor gates: 71
muxes: 8
buffers and inverters: 53
other: 1
AOI/OAI and AO/OA: 78
and+or+nand+nor: 261
==> worst max-delay path, delay by kind of cell (launching register included) <==
family	cells	cell delay, ns
flip-flops	1	0.40
AND/OR/NAND/NOR	4	1.12
buffers and inverters	1	0.22
==> cell usage after synthesis, types with 3 or more instances <==
cell type | n | area (sq um)
o21a_1 | 3 | 22.5
or3_1 | 5 | 31.3
clkbuf_1 | 6 | 22.5
nor4b_1 | 5 | 43.8
o22ai_1 | 3 | 18.8
mux2i_1 | 6 | 60.1
nor3_1 | 15 | 75.1
inv_1 | 37 | 139
buf_4 | 3 | 22.5
a21boi_0 | 5 | 37.5
nand4_1 | 16 | 100
a22oi_1 | 4 | 30.0
o211ai_1 | 4 | 30.0
nand3_1 | 41 | 205
edfxtp_1 | 6 | 180
o21ai_0 | 11 | 55.1
a221o_1 | 3 | 30.0
ha_1 | 33 | 413
buf_2 | 4 | 20.0
nand2_1 | 30 | 113
nor4_2 | 9 | 113
xor2_1 | 31 | 272
and3_1 | 6 | 37.5
a211oi_1 | 7 | 52.6
and4_1 | 7 | 61.3
nor2b_1 | 10 | 62.6
xnor2_1 | 40 | 350
nand3b_1 | 5 | 37.5
or2_2 | 4 | 25.0
nor4_1 | 14 | 87.6
dfxtp_1 | 136 | 2720
nor2_1 | 37 | 139
and2_1 | 28 | 175
a21oi_1 | 12 | 60.1
o211a_1 | 3 | 30.0
nand2b_1 | 8 | 50.1
==> power by group through the flow <==
stage,Combinational (mW),Sequential [mW],Clock (mW)
4_1_cts,0.0272,0.827,0.813
5_1_grt,0.0298,0.827,0.845
6_report,0.0265,0.827,0.787
==> final cells by class <==
class	count	area, sq um
inverters	38	143
fillers	2120	13800
repair buffers	25	243
multi-input cells	452	3280
well taps	275	344
clock inverters	7	60.1
clock buffers	9	225
flip-flops and latches	142	2900
==> state kept, by name, indices dropped and copies added (netlist names), 8 cells and up <==
| name | count |
|---|---|
| sh.ld | 8 |
| stop.counter | 32 |
| stop.time_counter | 32 |
| timese.q | 16 |
| word.se | 24 |
==> metrics by stage <==
step                 util  worst slack, ns  hold WS, ns
floorplan               -             2.12        0.383
global placement    0.329             1.84        0.399
detailed placement  0.329             1.80        0.403
CTS                 0.343             1.96        0.421
global route        0.343             1.90        0.440
finish              0.343             1.96        0.414
==> worst min-delay path by stage <==
| stage | startpoint | to | slack, ns | depth (start not counted) |
|---|---|---|---|---|
| 4_1_cts | timese.q[0] | timese.q[0] | 0.42 | 1 |
| 5_1_grt | timese.q[0] | timese.q[0] | 0.44 | 1 |
| 6_report | timese.q[0] | timese.q[0] | 0.41 | 1 |
Power figures rest on the tool's default switching activity, not on a simulated workload.
